### design/flow/constraint.sdc
current_design csr_file

set clk_period 14.6
set clk_io_pct 0.2

create_clock -name clk0 -period $clk_period [get_ports {clk}]

set non_clock_inputs [all_inputs -no_clocks]
set_input_delay [expr $clk_period * $clk_io_pct] -clock clk0 $non_clock_inputs
set_output_delay [expr $clk_period * $clk_io_pct] -clock clk0 [all_outputs]
### design/flow/design.v
`timescale 1ns / 1ps
module csr_file(
    input wire clk,
    input wire rst,
    input wire pipeline_en,
    input wire csr_we,
    input wire [2:0] func3,
    input wire [4:0] rs1,
    input wire [31:0] reg1,
    input wire [31:0] pc,
    input wire [11:0] csr_addr,
    output reg [31:0] csr,
    output wire [31:0] mepc_out,
    output wire [31:0] mtvec_out
);
    reg [31:0] mepc;
    reg [31:0] mtvec;
    reg [31:0] mcause;
    reg [31:0] mstatus;
    assign mepc_out = mepc;
    assign mtvec_out = mtvec;
    always_comb begin
        case (csr_addr)
            12'h300: csr = mstatus;
            12'h341: csr = mepc;
            12'h305: csr = mtvec;
            12'h342: csr = mcause;
            default: csr = 32'h0000_0000;
        endcase
    end
    reg [31:0] csr_wdata;
    always_comb begin
        case (func3)
            3'b001:  csr_wdata = reg1;
            3'b101: csr_wdata = {27'b0, rs1};
            3'b010:  csr_wdata = reg1 | csr;
            3'b110: csr_wdata = {27'b0, rs1} | csr;
            3'b011:  csr_wdata = ~reg1 & csr;
            3'b111: csr_wdata = ~{27'b0, rs1} & csr;
            default: csr_wdata = 32'h0000_0000;
        endcase
    end
    always_ff @(posedge clk) begin
        if (rst) begin
            mepc    <= 32'h0000_0000;
            mtvec   <= 32'h0000_0000;
            mcause  <= 32'h0000_0000;
            mstatus <= 32'h0000_0000;
        end else if (pipeline_en && csr_we) begin
            if(func3 != 3'b000) begin 
                case (csr_addr)
                    12'h300: mstatus <= csr_wdata;
                    12'h341: mepc    <= csr_wdata;
                    12'h305: mtvec   <= csr_wdata;
                    12'h342: mcause  <= csr_wdata;
                    default: ;
                endcase
            end else begin
                mepc <= pc;
                mcause <= 32'd11;
            end
        end
    end
endmodule
### design/flow/run.sh
#!/bin/bash
# OpenROAD 26Q1-2900-gdf79404cd8, Yosys 0.63+post, stock flow scripts
make -C /OpenROAD-flow-scripts/flow DESIGN_CONFIG=/design/flow/config.mk WORK_HOME=/design/flow/orfs finish
### design/flow/config.mk
export PLATFORM = sky130hd
export DESIGN_NAME = csr_file
export DESIGN_NICKNAME = csr_file
export VERILOG_FILES = /design/flow/design.v
export SDC_FILE = /design/flow/constraint.sdc
export NUM_CORES = 4
export LEC_CHECK = 1
export CORE_UTILIZATION = 50
==> results_dict.tcl <==
# flow metrics
set metrics [dict create \
    status "finished clean" \
    dp_hpwl_um 14000 \
    seq_area_um2 2562 \
    leakage_nw 3.147 \
    dr.first_iter.drc_count 904 \
    htreeDepth 4 \
    synthCells 916 \
    fillers 1072 \
    antennaDiodeCount 0 \
    cts-resized-gates 0 \
    synthTopCellsByCount "dfxtp_1 (128), a31oi_1 (123), clkbuf_1 (73)" \
    tightest_slew_ns 0.8708 \
    finClkSkew_ns 0.009024 \
    finalWirelength_um 25540 \
    hold_viol 0 \
    grt_first_pass_wirelength_um 39460 \
    yosys.area.top_type "dfxtp_1" \
    design_area_um2 9651 \
    hp-class "reg -> reg" \
    yosys_area_um2 7331 \
    synthDistinctLibCells 42 \
    pin_count 184 \
    max_cap_violations 0 \
    die_h_um 123.1 \
    cts_buffers 17 \
    arrival_ns 5.59 \
    slew-limit-headroom_pct 41.94 \
    cts-root-buf "clkbuf_16" \
    wl_met2_um 11650 \
    postCtsSetupBuffers 0 \
    fin_setup_tns_ns 0 \
    ctsLongestPathBuffers 2 \
    antenna_found_initial 0 \
    critPathKind "in -> out" \
    crit_path_max_fanout 33 \
    dieArea_um2 15150 \
    wl_per_cell_um 20.88 \
    critPathCaptureType "output pin" \
    comb_area_um2 4379 \
    peakVddDrop_mv 0.07749 \
    portBuffers 183 \
    ys_ff 128 \
    ys_cells 916 \
    insertion_delay_ns 0.41 \
    dr.pass1.iters 7 \
    yosysSeqAreaShare_pct 34.95 \
    drc 0 \
    async_flop_share_pct 0 \
    top_cell_area_share_pct 34.95 \
    fp_util_pct 52.01 \
    setup_viol 0 \
    grt-ovfl-total 0 \
    cts_hold_buf 0 \
    met3_length_um 2696 \
    dpl_cell_area_um2 9125 \
    core_area_um2 14100 \
    max_freq_ghz 0.1175 \
    rsz0062_at_grt "no" \
    drive_above_1_share_pct 9.300 \
    synth_area_um2 7331 \
    gp_congestion 0.8813 \
    wl_met1_um 10820 \
    critPathRequiredTime_ns 11.68 \
    cts_tree "done" \
    vias 8049 \
    clock-sinks 128 \
    dr.max_layer_used "met4" \
    warnings 27 \
    clkSlewWorstSetupHoldPaths_ns 0.05 \
    finalClockPeriodUsage_pct 58.29 \
    yosys_most_used_dff "dfxtp_1" \
    synth.area.top_cells "dfxtp_1 (35%), a31oi_1 (10%), nand3b_1 (6.6%), o31ai_1 (6.3%), nand2b_1 (5.0%)" \
    track_usage_pct 34.57 \
    drtAntennaViolNets 0 \
    grt_pass1_vias 7382 \
    fin_total_pwr_mw 0.8347 \
    yosysWarnings 1 \
    slew_viol_final 0 \
    worst_setup_path_start_kind "input pin" \
    power.density_nw_per_um2 86.50 \
    hold_ws_ns 0.5180 \
    fp-row-count 43 \
    die-width_um 123.1 \
    grt_start_max_net_pins 85 \
    yosysMostFrequentCell "dfxtp_1" \
    viasPerCell 6.581 \
    fin_crit_ns 8.510 \
    edf_count 0 \
    syn_avg_cell_area_um2 8.003 \
    syn2layout_area_growth_pct 31.64 \
]
-- metrics by stage --
step / util, % / setup slack [ns] / cells
after floorplan: - / 7.338 / 916
after global placement: 64.73 / 6.194 / 1195
after detailed placement: 64.73 / 6.127 / 1195
after CTS: 68.46 / 6.107 / 1223
after global routing: 68.46 / 5.974 / 1223
final: 68.46 / 6.090 / 1223
-- layout by cell type (no fill, tap or decap), drive strengths merged --
master,n
or4bb,3
nand2,3
mux2,2
o311ai,3
xnor2,1
nand2b,59
or2,6
o31ai,62
o31a,1
a22oi,2
and3,3
nor3,3
clkinv,5
xor2,1
nor2,66
or4,4
nor2b,1
buf,21
or3b,32
a211oi,4
nand4b,2
o211ai,30
nor4,5
nand3,32
clkdlybuf4s50,179
inv,3
a31oi,123
nand3b,64
clkbuf,21
a21oi,71
a21boi,26
or3,1
clkinvlp,2
dfxtp,128
bufinv,1
mux2i,3
o21ai,68
or4b,2
-- per-layer routing --
metal	vias to the layer above	global-route usage, %
met2	506	52.56
li1	3744	-
met4	0	6.401
met3	38	8.710
met5	-	0
met1	3761	51.38
-- where the power goes --
group | switching [mW] | internal (mW) | leakage (nW) | total, mW
Sequential | 0.00254 | 0.353 | 1.03 | 0.356
Clock | 0.148 | 0.238 | 0.256 | 0.386
Combinational | 0.0517 | 0.0414 | 1.86 | 0.0931
-- cell type report --
class	count	area share (%)
multi-input combinational	683	45.38
sequential	128	26.55
timing repair buffer	200	20.12
clock buffer	21	4.771
tap	180	2.334
clock inverter	7	0.6742
inverter	4	0.1685
-- worst max-delay path, cell delays in order --
cell,delay (ns)
clkdlybuf4s50_1,0.39
or4b_1,0.81
or2_2,0.73
nor2_1,0.25
clkdlybuf4s50_1,0.48
-- flip-flops by register name (all words and copies together) (netlist names) --
signal   cells
mcause      32
mstatus     32
mepc        32
mtvec       32
-- final timing paths --
check                    from     endpoint  slack, ns  cells past startpoint
hold / removal    mstatus[23]  mstatus[23]       0.52                      2
setup reg to reg   mstatus[4]     mtvec[4]      13.04                      4
hold reg to reg   mstatus[23]  mstatus[23]       0.52                      2
setup / recovery  csr_addr[5]      csr[22]       6.09                      5
-- kinds of logic after synthesis --
group | after synthesis | synth area share, %
buffers and inverters | 105 | 5.991
AND-OR/OR-AND | 390 | 33.16
multiplexers | 5 | 0.7168
AND/OR/NAND/NOR | 286 | 24.94
flip-flops | 128 | 34.95
XOR/XNOR | 2 | 0.2390
Power is estimated from default activity; no workload was simulated.
