==> /design/flow/design.v <==
`timescale 1ns / 1ps
module pc_sys(
        input [31:0] pc, 
        input [2:0] pc_ctrl,
        input alu_o,  
        input [31:0] reg1,
        input [31:0] offset,  
        input [31:0] epc,
        input [31:0] mtvec,
        output reg [31:0] dnpc,
        output wire       is_br,
        output wire       is_br_taken
    );
    wire [31:0] snpc;
    assign snpc = pc + 4;
    assign is_br = ((pc_ctrl == 3'b010) || (pc_ctrl == 3'b011));
    assign is_br_taken = (((pc_ctrl == 3'b010) && alu_o) || ((pc_ctrl == 3'b011) && !alu_o));
    always_comb begin
        case (pc_ctrl)
        3'b000:
            dnpc = snpc;
        3'b100:
            dnpc = pc + offset;
        3'b101:
            dnpc = reg1 + offset;
        3'b010:
            if (alu_o) begin 
                dnpc = pc + offset;
            end
            else begin 
                dnpc = snpc;
            end
        3'b011:
            if (!alu_o) begin 
                dnpc = pc + offset;
            end
            else begin 
                dnpc = snpc;
            end
        3'b110:
            dnpc = epc;
        3'b111:
            dnpc = mtvec;
        default:  
            dnpc = pc;
        endcase
    end
endmodule
==> /design/flow/run.sh <==
#!/bin/bash
# OpenROAD 26Q1-2900-gdf79404cd8, Yosys 0.63+post, stock flow scripts
make -C /OpenROAD-flow-scripts/flow DESIGN_CONFIG=/design/flow/config.mk WORK_HOME=/design/flow/orfs finish
==> /design/flow/config.mk <==
export PLATFORM = sky130hd
export DESIGN_NAME = pc_sys
export DESIGN_NICKNAME = pc_sys
export VERILOG_FILES = /design/flow/design.v
export SDC_FILE = /design/flow/constraint.sdc
export NUM_CORES = 4
export LEC_CHECK = 1
export CORE_UTILIZATION = 50
==> /design/flow/constraint.sdc <==
current_design pc_sys

set clk_period 17.6
set clk_io_pct 0.2

create_clock -name clk0 -period $clk_period

set non_clock_inputs [all_inputs -no_clocks]
set_input_delay [expr $clk_period * $clk_io_pct] -clock clk0 $non_clock_inputs
set_output_delay [expr $clk_period * $clk_io_pct] -clock clk0 [all_outputs]
==> out/results.ini <==
[flow_run]
log.warning_count = 33
drv_cap = 0

[die]
die_w_um = 103
dieHeight_um = 103
dieArea_um2 = 10600
fp_util_pct = 51.9
core_area_um2 = 9820
pin_count = 198
num_rows = 36

[final_layout]
regArea_um2 = 0
area_delta_synth_final_pct = 40.9
finalNonFillerCells = 1045
nFlopsAndLatches = 0
clock_buffers = 0
finalCoreUtilization_pct = 73.2
drive_gt1_share_pct = 4.06

[critical_path]
cp-startpoint = pc[2]
start_kind = primary input
critical_path_class = primary input to output port
crit_path_end = dnpc[30]
slowest_delay_ns = 0.58
end_kind = output port
slowest_stage = clkdlybuf4s50_1
crit_chain = clkdlybuf4s50_1, ha_1, nor2b_1, o211ai_1, a31oi_1, o2111ai_1, nand2_1, o41ai_4, nor4_1, a21oi_1, mux2_1, o221ai_1, clkdlybuf4s50_1
cp_max_fo = 6
crit_top_cell = clkdlybuf4s50_1
required_ns = 14.08
critPathArrivalTime_ns = 7.26

[synth]
synth_area_um2 = 5100
synth-warning-count = 1
ys_cells = 736
synth_cells = 736
ys_chip_area_um2 = 5100
ys_seq_share_pct = 0
avgSynthCellArea_um2 = 6.93
ys_types = 71

[grt]
grt_pass1_wl_um = 31200
track_usage_pct = 37.9
grt_pass1_vias = 6327
gr-total-overflow = 0
grt_max_degree = 31
grt_antenna_before_repair = 0

[outcome]
status = finished clean

[pwr]
finalPower_uw = 256
combPwrFrac_pct = 100.0
ir_worst_vdd_v = 0.0000189
power_density_nw_per_um2 = 35.6
leakage_uw = 0.00296
netSwitchingFraction_pct = 49.1
p_seq_share_pct = 0
switching_power_uw = 125
internal-power_uw = 130
pwr-share-clk_pct = 0

[detailed_routing]
first_iter_violations = 421
avgViaCountPerCell = 6.33
wirelength_um = 20100
wl_per_cell_um = 19.3
drcViolationCount = 0
vias = 6610
first_pass_iters = 7
diodes = 0
antenna_left = 0

[timing]
min_period_ns = 10.78
fin_crit_sh_pct = 61.2
hold_violations = 0
tightest_slew_ns = 0.697
rsz0062_at_grt = false
fmax_ghz = 0.0928
slew_headroom_pct = 53.4
drv_slew = 0
finalSetupTns_ns = 0
finalSetupViolations = 0

[placement]
port_buffers = 198
place_inst = 1045
dp_hpwl_um = 16300
place_congestion = 0.998

[worst_hold_path]
hold_path.class = primary input to output port

[clocking]
post_cts_buffers = 0
ctsResizeCount = 0
hold_buffers = 0

-- synth_stat cells (5+ instances only) --
library cell | n | area, um^2
a211oi_1 | 6 | 45.0
a21o_1 | 25 | 188
a21oi_1 | 73 | 365
a221oi_1 | 9 | 78.8
a31oi_1 | 12 | 75.1
and2_1 | 8 | 50.1
and3_1 | 7 | 43.8
buf_2 | 6 | 30.0
clkbuf_1 | 22 | 82.6
ha_1 | 63 | 788
inv_1 | 25 | 93.8
mux2i_1 | 31 | 310
nand2_1 | 60 | 225
nand2b_1 | 7 | 43.8
nand3_1 | 24 | 120
nand4_1 | 9 | 56.3
nor2_1 | 69 | 259
nor2b_1 | 7 | 43.8
nor3_1 | 9 | 45.0
o211ai_1 | 7 | 52.6
o21a_1 | 5 | 37.5
o21ai_0 | 60 | 300
o21ai_1 | 5 | 25.0
o21bai_1 | 7 | 52.6
o221ai_1 | 21 | 184
o22ai_1 | 8 | 50.1
or3_1 | 5 | 31.3
xnor2_1 | 45 | 394
xor2_1 | 38 | 333
-- metal layers --
metal,up-vias,global-route usage [%],wire length [um]
met3,64,6.96,2270
met1,3003,51.7,8420
met5,-,0,0
met4,0,13.5,689
met2,406,59.9,8740
li1,3137,-,-
-- power by group through the flow --
stage         Sequential (uW)  Combinational (uW)  Clock [uW]
CTS                         0                 252           0
finish                      0                 256           0
global route                0                 278           0
-- worst max-delay path: cells and delay by family --
family          cells  cell delay, ns
mux                 1            0.35
compound gates      6            1.59
fa+ha+maj           1            0.32
buf+inv             2            1.07
simple gates        3            0.41
-- through the flow --
step           instance area [um^2]  hold WS (ns)  worst slack (ns)
3_5_place_dp                   7190          8.07              6.85
6_report                       7190          8.09              6.82
3_3_place_gp                   7190          8.05              6.94
2_1_floorplan                  5100          7.06              8.31
4_1_cts                        7190          8.08              6.85
5_1_grt                        7190          8.10              6.50
-- how the worst min path moves through the flow --
stage	startpoint	endpoint	slack (ns)	cells after the start
after CTS	pc[0]	dnpc[0]	8.08	4
after global routing	pc[0]	dnpc[0]	8.10	4
final	pc[0]	dnpc[0]	8.09	4
-- cells in the final DEF, fill, tap and decap left out, types with 3 or more instances in the layout --
cell             instances
a22oi_1                  4
a21oi_1                 73
and2_1                   8
o21ai_1                  5
a221o_1                  3
o22ai_1                  8
a211oi_1                 6
nand2b_1                 7
buf_4                    9
nand3_1                 24
o221ai_1                21
xor2_1                  38
clkdlybuf4s50_1        197
xnor2_1                 45
nand2_1                 60
mux2i_1                 31
ha_1                    63
a221oi_1                 9
a21o_1                  25
nor2b_1                  7
o21ai_0                 60
and4_1                   3
a31oi_1                 12
inv_1                   25
nor3_2                   4
o21bai_1                 7
or3_1                    5
nor2_1                  69
and3_1                   7
nand4_1                  9
o21a_1                   5
nor3_1                   9
o211ai_1                 7
-- logic make-up (layout without fill, tap and decap cells) --
group,Yosys count,in the layout,share of synthesized area [%]
muxes,34,34,6.75
xor gates and xnor gates,83,83,14.3
adders and majority gates,65,65,16.2
buffers and inverters,56,232,4.27
AOI/OAI and AO/OA,282,282,38.7
and+or+nand+nor,216,216,19.8
-- layout make-up --
class / count / area, um^2
timing repair buffer: 207 / 2040
tap: 133 / 166
fill: 726 / 2630
inverter: 25 / 93.8
multi-input combinational: 680 / 4880
Power is estimated from default activity; no workload was simulated.
