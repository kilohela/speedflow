===== flow/design.v =====
`timescale 1ns / 1ps
module reg_file(
        input clk,
        input rst,
        input pipeline_en,
        input [4:0] rs1,
        input [4:0] rs2,
        input [4:0] rd,
        input [31:0] wdata,
        input wen,
        output wire [31:0] reg1,
        output wire [31:0] reg2
    );
    reg  [31:0] gpr [31:0];
    always_ff @(posedge clk) begin
        if (rst) begin
            gpr[0] <= 32'h0;
            gpr[1] <= 32'h0;
            gpr[2] <= 32'h0;
            gpr[3] <= 32'h0;
            gpr[4] <= 32'h0;
            gpr[5] <= 32'h0;
            gpr[6] <= 32'h0;
            gpr[7] <= 32'h0;
            gpr[8] <= 32'h0;
            gpr[9] <= 32'h0;
            gpr[10] <= 32'h0;
            gpr[11] <= 32'h0;
            gpr[12] <= 32'h0;
            gpr[13] <= 32'h0;
            gpr[14] <= 32'h0;
            gpr[15] <= 32'h0;
            gpr[16] <= 32'h0;
            gpr[17] <= 32'h0;
            gpr[18] <= 32'h0;
            gpr[19] <= 32'h0;
            gpr[20] <= 32'h0;
            gpr[21] <= 32'h0;
            gpr[22] <= 32'h0;
            gpr[23] <= 32'h0;
            gpr[24] <= 32'h0;
            gpr[25] <= 32'h0;
            gpr[26] <= 32'h0;
            gpr[27] <= 32'h0;
            gpr[28] <= 32'h0;
            gpr[29] <= 32'h0;
            gpr[30] <= 32'h0;
            gpr[31] <= 32'h0;
        end
        else if (pipeline_en && wen && rd != 0) begin
            gpr[rd] <= wdata;
        end
    end
    assign reg1 = (wen && rs1 == rd && |rd)?wdata:gpr[rs1];
    assign reg2 = (wen && rs2 == rd && |rd)?wdata:gpr[rs2];
endmodule

===== flow/run.sh =====
#!/bin/bash
# OpenROAD 26Q1-2900-gdf79404cd8, Yosys 0.63+post, stock flow scripts
make -C /OpenROAD-flow-scripts/flow DESIGN_CONFIG=/design/flow/config.mk WORK_HOME=/design/flow/orfs finish

===== flow/config.mk =====
export PLATFORM = sky130hd
export DESIGN_NAME = reg_file
export DESIGN_NICKNAME = reg_file
export VERILOG_FILES = /design/flow/design.v
export SDC_FILE = /design/flow/constraint.sdc
export NUM_CORES = 4
export LEC_CHECK = 1
export CORE_UTILIZATION = 50

===== flow/constraint.sdc =====
current_design reg_file

set clk_period 28.4
set clk_io_pct 0.2

create_clock -name clk0 -period $clk_period [get_ports {clk}]

set non_clock_inputs [all_inputs -no_clocks]
set_input_delay [expr $clk_period * $clk_io_pct] -clock clk0 $non_clock_inputs
set_output_delay [expr $clk_period * $clk_io_pct] -clock clk0 [all_outputs]

==> summary.txt <==
Synthesis and PnR results.

- The flow ran to the end, and the final reports show no timing, DRC or antenna violations.
- The upper clock frequency limit reads 62.7 MHz.
- The tightest min-delay check is of the primary input to register type.
- The I/O pin count reads 115.
- In this run, the number of DRC markers left after iteration 0 of detailed routing was 2369.
- The largest net degree at the start of global routing is 93.
- The height of the die is 330 um.
- The cell count in the Yosys report is 3425.
- The root buffer selected by CTS is clkbuf_16.
- The total number of vias is 33478.
- Once the clock tree was built, the setup fixing pass inserted 0 buffers.
- The power per cell area is 59.9 nW/um2.
- The clock period minus worst slack is 15950 ps.
- The first-pass iteration count of the detailed router reads 5.
- STA classifies the critical path startpoint as a primary input.
- The most frequent cell after synthesis reads edfxtp_1.
- Setup repair after global routing left no endpoint under its margin.
- The count of buffer and inverter cells on the critical path is 5.
- The area share of xor/xnor cells in the synthesized design reads 0.00163.
- The sequential cell area in the final layout reads 30700 um2.
- Of the total synthesized cell area, the portion taken by AND-OR and OR-AND cells is 0.0307.
- The multiplexer fraction of the synthesized cell area reads 0.231.
- The clock net sink count is 1024.
- The number of hold violations in the final report is 0.
- Among all stages on the critical path, the maximum delay recorded is 820 ps.
- The largest total area in the synthesized netlist belongs to edfxtp_1.
- The highest metal layer with signal wires is met5.
- Summed over all routing layers, the global router reports a total usage of 0.397.
- The area occupied by multi-input gates reads 21800 um2.
- The total core area is 107000 um2.
- Counting pins that exceed their max-slew limit in the final report gives 0.
- The H-tree generated during clock tree synthesis spans 3 levels.
- The clock tree from TritonCTS reads yes.
- IR analysis of the VDD net gives a maximum drop of 44.8 uV.
- The number of nets still failing antenna checks after routing is 0.
- After the flow finishes, the layout carries non-filler instances totaling 4965.
- For reference, the most critical setup path is categorized as primary input to output port.
- The maximum number of buffers from clock root to sink is 3.
- The final routed DRC violation total reads 0.
- The register with the most flip-flops in the layout has 1024 of them.
- The register bank with the most flops reads gpr.
- The routed length on met2 is 82500 um.
- The chip area in the Yosys report is 53900 um2.
- The cell row count is 120.
- The number of storage elements in the synthesis netlist is 1024.
- The floorplan die area is 109000 um2.
- The post-synthesis cell type count reads 43.
- The routed length on met1 is 56700 um.
- The quantity of hold-fixing buffers added after cts is 0.
- The via count of the first global-routing pass was 36784.
- The detailed-route wire length per cell is 38.1 um.
- The starting utilization of the core area reads 0.504.
- The hold path endpoint is gpr[0][28].
- Per the detail_route report, vias per standard cell equal 6.74.
- Counting tap cells, the placed design contains a total of 4747 instances.
- The critical path's top delay family is buffers and inverters.
- Yosys attributes the largest share of cell area to edfxtp_1 57%, mux4_2 21%, and2_1 11%.
- The initial antenna violation count is 10.
- The leakage power figure reads 20.1 nW.
- The data required time of the worst path is 22720 ps.
- The total negative slack reads 0 ps.
- The final report lists the setup-violating endpoint count as 0.
- CTS added clock buffers totalling 112.
- The number of OpenROAD warnings is 26.
- The detailed placer's ending HPWL reads 108000 um.
- In this run the mean area of a mapped cell was 15.7 um2.
- The transition time at the pin with the least slew margin is 1110 ps.
- The registers reported with the highest flop counts are gpr x1024.
- Per the STA report, the cell with the highest stage delay on the worst path is nor4_1.
- For this run, asynchronously set or reset flops after synthesis account for 0.
- In this run the worst path has a maximum fanout of 51.
- The fraction of final layout cells sized beyond drive strength 1 is 0.270.
- Of the available clock period, the critical path in the final layout requires 0.562.
- The global-route wire length before repair is 266000 um.
- The floorplan die width reads 330 um.
- The sequential-to-total area share from yosys stat is 0.571.
- The synthesized-area fraction occupied by and/or/nand/nor cells is 0.134.
- The overall routed net length reads 189000 um.
- Counting flops with a built-in enable in the synthesized netlist gives 1024.
- The synthesis run shows the most used standard cells to be 1024 x edfxtp_1, 961 x and2_1, 511 x mux4_2.
- The instance count of the mapped netlist reads 3425.
- The number of gates resized after cts reads 0.
- The cell seen most often among critical-path stages is buf_4.
- The number of cells on the worst hold path is listed as 2.
- The commonest register cell after synthesis reads edfxtp_1.
- The total of max-cap violations is 0.
- The worst pin sits at a relative slew slack of 0.253.
- The final core utilization reads 0.562.
- The cell sequence reported for the critical path is buf_8 > buf_4 > buf_4 > buf_4 > mux4_2 > o22ai_1 > nor4_1 > mux2_4 > clkdlybuf4s50_1.
- Clock-pin slew was measured on the worst setup and hold paths at 60 ps.
- The synthesis-to-finish area growth reads 11.5%.
- The area share of the largest cell type after synthesis reads 0.571.
- The placer congestion estimate is 0.910.
- After global routing the overflow that remains totals 0.
- The share of synthesized cell area in full adder, half adder and majority cells reads 0.
- The post-synthesis instance area is 53900 um2.
- Per the hold report, the tightest min-delay path originates at rst.
- The final-layout fill cell count reads 8033.
- The worst setup path is captured at an output port.
- For reference, the top logic cell family by area is multiplexers.
- The arrival time reported for the critical path endpoint is 10270 ps.
- The number of synthesis warnings reads 1.
- In the detailed route, the total length drawn on met3 is 39100 um.
- During placement, the flow inserted port buffers numbering 114.
-- worst max-delay path by stage --
stage | startpoint | end | slack, ps | depth (start not counted)
CTS | rs1[0] | reg1[20] | 12450 | 9
global route | rs1[0] | reg1[26] | 12210 | 9
finish | rs1[0] | reg1[26] | 12450 | 9
-- metrics by stage --
stage / worst slack (ps) / hold WS (ps) / power [mW] / area [um2]
2_1_floorplan: 15460 / 5880 / 2.06 / 54000
3_3_place_gp: 12420 / 6370 / 2.24 / 56700
3_5_place_dp: 12500 / 6380 / 2.25 / 56700
4_1_cts: 12450 / 5640 / 3.61 / 60100
5_1_grt: 12210 / 5660 / 3.69 / 60100
6_report: 12450 / 5660 / 3.60 / 60100
-- per-layer routing --
| layer | track usage | vias to the layer above |
|---|---|---|
| met2 | 0.524 | 3054 |
| met5 | 0.0678 | - |
| met4 | 0.157 | 34 |
| met1 | 0.463 | 16366 |
| met3 | 0.356 | 540 |
| li1 | - | 13484 |
-- kinds of logic (layout without fill, tap and decap cells) --
group | after synthesis | count (layout)
simple gates | 1165 | 1165
flops | 1024 | 1024
mux | 577 | 577
buf+inv | 390 | 482
compound gates | 258 | 258
xor+xnor | 10 | 10
other cells | 1 | 46
-- final cells by class --
type,instances,share of cell area
Tap cell,1403,0.0292
Clock inverter,52,0.00612
Clock buffer,152,0.0498
Inverter,2,0.000125
Timing Repair Buffer,276,0.0403
Antenna cell,14,0.000583
Multi-Input combinational cell,2042,0.362
Sequential cell,1024,0.512
-- power breakdown --
group / internal (mW) / switching [mW] / leakage (nW) / total (mW)
clock: 0.776 / 0.590 / 1.63 / 1.37
combinational: 0.207 / 0.242 / 8.69 / 0.449
sequential: 1.74 / 0.0380 / 9.74 / 1.78
total: 2.73 / 0.871 / 20.1 / 3.60
-- cells in the final DEF (no fill, tap or decap), types with 4 or more instances in the layout --
cell             Yosys  layout
edfxtp_1          1024    1024
and2_1             961     961
mux4_2             511     511
o22ai_1            249     249
buf_4               35     158
clkbuf_16            0     114
clkdlybuf4s50_1      0     109
nor4_1              62      62
mux2_4              58      58
clkbuf_1           273      38
conb_1               1      32
or2_2               31      31
nor3_1              31      31
clkinv_1             0      31
nor2_4               0      22
diode_2              0      14
clkinv_2             0      12
nand3b_1            10      10
nor2_2               0       9
or3b_2               8       8
mux2_2               7       7
xnor2_1              6       6
nand3_1              7       5
bufinv_16            0       5
nor2_1              35       4
xor2_1               4       4
buf_8                0       4
buf_12               0       4
Power is estimated from default activity; no workload was simulated.
